===== ./run.sh =====
#!/bin/bash
# OpenROAD 26Q1-2900-gdf79404cd8, Yosys 0.63+post, stock flow scripts
make -C /OpenROAD-flow-scripts/flow DESIGN_CONFIG=/design/flow/config.mk WORK_HOME=/design/flow/orfs finish

===== ./config.mk =====
export PLATFORM = sky130hd
export DESIGN_NAME = fifo
export DESIGN_NICKNAME = fifo
export VERILOG_FILES = /design/flow/design.v
export SDC_FILE = /design/flow/constraint.sdc
export NUM_CORES = 4
export LEC_CHECK = 1
export CORE_UTILIZATION = 30

===== ./constraint.sdc =====
current_design fifo

set clk_period 9.7
set clk_io_pct 0.2

create_clock -name clk0 -period $clk_period [get_ports {clk_read}]
create_clock -name clk1 -period $clk_period [get_ports {clk_write}]

set non_clock_inputs [all_inputs -no_clocks]
set_input_delay [expr $clk_period * $clk_io_pct] -clock clk0 $non_clock_inputs
set_output_delay [expr $clk_period * $clk_io_pct] -clock clk0 [all_outputs]

===== ./design.v =====
module fifo(clk_read,clk_write,input_data,output_data,write_enable,read_enable,fifo_full,fifo_empty);
parameter data_width = 16;
parameter fifo_depth_bits = 4;
input clk_read;
input clk_write;
input [data_width-1:0] input_data;
input write_enable;
input read_enable;
output reg [data_width-1:0] output_data;
output fifo_full;
output fifo_empty;
reg [data_width-1:0] internal_memory[(2**fifo_depth_bits)-1:0];
reg [fifo_depth_bits-1:0] read_pointer = 0;
reg [fifo_depth_bits-1:0] write_pointer = 0;
assign fifo_empty = (read_pointer == write_pointer);
wire [fifo_depth_bits-1:0]index_diff = write_pointer - read_pointer;
assign fifo_full = (index_diff == ((2**fifo_depth_bits)-1));
always@(posedge clk_read)begin
    if(read_enable && (!fifo_empty))begin
        output_data <= internal_memory[read_pointer];
        read_pointer <= read_pointer + 1;
    end
end
always@(posedge clk_write)begin
    if(write_enable && (!fifo_full))begin
        internal_memory[write_pointer] <= input_data;
        write_pointer <= write_pointer + 1;
    end
end
endmodule

==> Changelog: implementation <==
### Changed

- Vias in the first global route: 5668
- Tool warning count: 29
- Final-layout fill cell count: roughly 3200
- Hold Path Class: register to register
- Core Region: 35830 µm²
- Setup bufs post-CTS: 0
- Crit path cell chain: buf_4 > inv_1 > fa_1 > nor2b_1 > nand2_1 > nor3_1 > clkdlybuf4s50_1
- DRT iter0 DRCs: 358
- Cells after Synth: about 550
- Measured slew at the worst slew-check pin: 0.8142 ns
- Top cell type's share of synthesized area: between 70% and 80%
- Post-synth cell types: 35
- Vias: ~5300
- Synth-to-Final Area Change: 18.03%
- Mapped cell area: between 10000 and 15000 µm²
- Crit end category: output pin
- Initial antenna violation count: 0
- Placed wire-length estimate: about 13000 µm
- Pwr Density: 282.3 nW/µm²
- Register share after synthesis: 76.44%
- Cell Area, Placed: ~12000 µm²
- Yosys top cell by area: edfxtp_1
- Die width: between 150 and 200 µm
- Tot Pwr: 3.664 mW
- IO Pins: 38
- First-pass GRT wire length: about 34000 µm
- Hold-fix buffer count after cts: 0
- Worst-case vdd ir drop: 105.5 µV
- Worst hold endpoint: write_pointer[0]
- Synthesis Warnings: 1
- Fraction of layout cells with a size suffix above 1: 19.18%
- RSZ-0062 raised after global routing: no
- Worst Setup Start Kind: register
- Clk slew on worst S/H paths: ~0.07 ns
- Initial Util: 30.70%
- Chip Height: 193.5 µm
- Max-cap violation count: 0
- Rows: ~69
- Slowest CP cell: fa_1
- Worst r2r src: read_pointer[1]
- Leakage: 4.262 nW
- R2R setup slack: 6.60 ns
- Wirelength per Cell: around 20 µm
- Synth top cell by count: edfxtp_1
- DRC violations left: 0
- Yosys synthesis chip area: ~11000 µm²
- Die area: around 37000 µm²
- Slowest stage delay, CP: ~0.56 ns
- Clk sink count: about 280
- GRT Overall Usage: between 10% and 20%
- CTS tree: done
- Number of enable flip-flop cells: roughly 280
- Main flop type after synthesis: edfxtp_1
- Final setup violation count: 0
- N_diodes: 0
- Final Hold Viols: 0
- Vias/cell: ~4.8
- Hold Path Cell Cnt: 1
- FF-to-FF path depth: 9
- Placer Congestion: about 0.80
- CP required: ~7.8 ns
- Fin Clk Skew: roughly 0.0086 ns
- Cts repair resizes: 0
- Input/output buffers: 36
- Post-Syn Area per Cell: between 15 and 20 µm²
- Outcome: finished, final reports clean
- Final antenna-violating net count: 0
- # Cells Yosys: between 500 and 600
- Largest net degree at the start of global routing: 50
- Final max-slew violation count: 0
- Sum Neg Setup Slack: 0 ns
- Capturing point of the worst reg2reg path: internal_memory[1][13]
- Final Cell Area: between 10000 and 15000 µm²
- First drt pass iteration count: 18
- Maximum fanout along the worst path: 36
- Critical hold path startpoint: write_pointer[0]
- Top cells by count, synth: edfxtp_1 (280), mux2i_1 (80), a22oi_1 (32), mux4_2 (32), nand3_1 (19)
- Crit path kind: register to output pin
- Post-Route WL: 22070 µm
- Critical path data arrival time: 2.95 ns
- Main area contributors: edfxtp_1 (76%), mux2i_1 (7.3%), mux4_2 (6.6%)
- Asr flop ratio synth: 0%
- Register bit total from synthesis: ~280
- GRT Residual Overflow: 0
- Relative slew slack: approximately 46%
-- critical path: cells and delay by family, from the launching register on --
kind | cells | cell delay, ns
adder cells (fa/ha/maj) | 1 | 0.56
AND/OR/NAND/NOR | 3 | 0.59
buffers and inverters | 3 | 1.19
flip-flops | 1 | 0.32
-- metal layers --
metal  part of all wire, %  track usage [%]  routed length [µm]
met1                    37            16.68                8266
met2                    50            20.67               11060
met3                    10            5.777                2278
met4                   1.9            2.430                 413
met5                  0.21            1.022                  46
-- registers in the layout (all words and copies together) (netlist names) --
signal / count
internal_memory: 256
output_data: 16
read_pointer: 4
write_pointer: 4
-- power by group --
group          total, mW  internal [mW]  switching [mW]
combinational       1.03          0.433           0.594
clock               1.06          0.635           0.428
sequential          1.57           1.53          0.0475
-- layout by cell type, fill, tap and decap left out, types with 2 or more instances in the layout --
cell type,netlist,routed
clkinv_2,0,4
mux2i_1,80,80
bufinv_16,0,3
clkdlybuf4s50_1,0,36
clkinv_1,0,7
a22oi_1,32,32
o21ai_0,11,11
inv_2,2,2
buf_4,7,28
inv_1,5,5
clkbuf_16,0,30
mux4_2,32,32
o21ai_1,5,5
nor2b_1,5,4
clkbuf_1,3,3
xnor2_1,2,2
nor4_2,0,16
a21oi_1,2,2
ha_1,8,8
edfxtp_1,280,280
nand2_1,7,7
nand2b_1,2,2
xor2_1,4,4
nand3_1,19,19
-- cell type report --
class / instances / area, µm² / area share, %
Inverter: 7 / 26.28 / 0.2024
Timing Repair Buffer: 64 / 570.5 / 4.395
Tap cell: 461 / 576.8 / 4.443
Clock inverter: 14 / 136.4 / 1.050
Sequential cell: 280 / 8408 / 64.76
Multi-Input combinational cell: 238 / 2502 / 19.28
Clock buffer: 33 / 762.0 / 5.869
-- per-stage QoR --
step                      util, %  instances  hold slack [ns]  worst slack [ns]
after floorplan                 -        552           0.5617             5.560
after global placement      33.73       1050           0.6588             5.044
final                       36.24       1097           0.6963             4.807
after global routing        36.24       1097           0.7667             4.519
after CTS                   36.24       1097           0.6981             4.708
after detailed placement    33.73       1050           0.7000             5.028
-- how the worst max path moves through the flow --
stage              startpoint        end  slack (ns)  depth (start not counted)
finish        read_pointer[1]  fifo_full        4.81                          7
CTS           read_pointer[1]  fifo_full        4.71                          7
global route  read_pointer[1]  fifo_full        4.52                          7
-- logic make-up (layout without fill, tap and decap cells) --
group	Yosys count	in the layout	share of synthesized area (%)
multiplexers	112	112	13.83
XOR/XNOR	6	6	0.4778
AND/OR/NAND/NOR	57	57	3.003
AND-OR/OR-AND	54	54	3.413
adder cells (fa/ha/maj)	9	9	1.092
flip-flops	280	280	76.44
buffers and inverters	34	118	1.740
Power and IR drop assume default switching activity.
