===== design/flow/run.sh =====
#!/bin/bash
# OpenROAD 26Q1-2900-gdf79404cd8, Yosys 0.63+post, stock flow scripts
make -C /OpenROAD-flow-scripts/flow DESIGN_CONFIG=/design/flow/config.mk WORK_HOME=/design/flow/orfs finish

===== design/flow/config.mk =====
export PLATFORM = sky130hd
export DESIGN_NAME = cache_ram
export DESIGN_NICKNAME = cache_ram
export VERILOG_FILES = /design/flow/design.v
export SDC_FILE = /design/flow/constraint.sdc
export NUM_CORES = 4
export LEC_CHECK = 1
export CORE_UTILIZATION = 30

===== design/flow/constraint.sdc =====
current_design cache_ram

set clk_period 8.6
set clk_io_pct 0.2

create_clock -name clk0 -period $clk_period [get_ports {clk_i}]

set non_clock_inputs [all_inputs -no_clocks]
set_input_delay [expr $clk_period * $clk_io_pct] -clock clk0 $non_clock_inputs
set_output_delay [expr $clk_period * $clk_io_pct] -clock clk0 [all_outputs]

===== design/flow/design.v =====
module cache_ram(reset_i,clk_i,address_i,data_o,write_data,write_address,bank_i_select,bank_enable);
parameter data_width = 8;
parameter address_depth_bits = 15;
input reset_i;
input clk_i;
input [address_depth_bits-1:0] address_i;
output reg [data_width-1:0] data_o;
wire [data_width-1:0] bank_0_data_o;
wire [data_width-1:0] bank_1_data_o;
wire [data_width-1:0] bank_2_data_o;
wire [data_width-1:0] bank_3_data_o;
wire [4:0] low_address = address_i[4:0];
wire [9:0] high_address = address_i[14:5];
wire [1:0] bank_o_select = high_address[1:0];
input bank_enable;
input [1:0] bank_i_select;
reg [3:0] bank_i_enable;
input [4:0] write_address;
input [data_width-1:0] write_data;
always@(*)begin
    bank_i_enable = 0;
    bank_i_enable[bank_i_select] = bank_enable;
end
sram_bank bank_0 (
    .write_address(write_address),
    .write_data(write_data),
    .clk(clk_i),
    .write_enable(bank_i_enable[0]),
    .read_address(low_address),
    .read_data(bank_0_data_o)
);
sram_bank bank_1 (
    .write_address(write_address),
    .write_data(write_data),
    .clk(clk_i),
    .write_enable(bank_i_enable[1]),
    .read_address(low_address),
    .read_data(bank_1_data_o)
);
sram_bank bank_2 (
    .write_address(write_address),
    .write_data(write_data),
    .clk(clk_i),
    .write_enable(bank_i_enable[2]),
    .read_address(low_address),
    .read_data(bank_2_data_o)
);
sram_bank bank_3 (
    .write_address(write_address),
    .write_data(write_data),
    .clk(clk_i),
    .write_enable(bank_i_enable[3]),
    .read_address(low_address),
    .read_data(bank_3_data_o)
);
wire [data_width-1:0] unreg_data_o;
mux_4_to_1 output_mux(
    .select(bank_o_select),
    .data_i_0(bank_0_data_o),
    .data_i_1(bank_1_data_o),
    .data_i_2(bank_2_data_o),
    .data_i_3(bank_3_data_o),
    .data_o(unreg_data_o)
);
always@(posedge clk_i)begin
    data_o <= unreg_data_o;
end
endmodule
module mux_4_to_1(select,data_i_0,data_i_1,data_i_2,data_i_3,data_o);
parameter data_width = 8;
input [1:0] select;
input [data_width-1:0] data_i_0;
input [data_width-1:0] data_i_1;
input [data_width-1:0] data_i_2;
input [data_width-1:0] data_i_3;
output reg [data_width-1:0] data_o;
always@(*)begin
    case(select)
        2'd0: data_o = data_i_0;
        2'd1: data_o = data_i_1;
        2'd2: data_o = data_i_2;
        default: data_o = data_i_3;
    endcase
end
endmodule
module sram_bank(clk,write_enable,write_address,write_data,read_address,read_data);
parameter data_width = 8;
parameter address_depth_bits = 5;
input write_enable;
input clk;
input [address_depth_bits-1:0] write_address;
input [address_depth_bits-1:0] read_address;
input [data_width-1:0] write_data;
output [data_width-1:0] read_data;
reg [data_width-1:0] memory[(2**address_depth_bits)-1:0];
assign read_data = memory[read_address];
always@(posedge clk)begin
    if(write_enable)begin
        memory[write_address] <= write_data;
    end
end
endmodule

==> metrics.cfg <==
[layout]
layout.cells.most_common = edfxtp_1
syn_to_final_growth_pct = 14.3
final_cell_mix = edfxtp_1 (1024), mux4_2 (256), nor2_1 (136)
drive_above_1_share_pct = 23.7
final_cells = 3769
num-fill-cells = 11900

[sta]
finalCritPeriodShare_pct = 56.5
fmax_mhz = 206
worst-slew-pin-transition_ns = 1.04
slew_headroom_pct = 30.8
setup-violations-final = 0
fin_skew_ns = 0.0247
rsz0062_at_grt = no
drv_slew = 0
min_period_ns = 4.86
final.setup.tns_ns = 0
hold_viol = 0

[floorplan]
dieArea_mm2 = 0.135
die_h_um = 367
placeableCoreArea_mm2 = 0.132
fp-row-count = 133
io_pins = 41
fp-utilization_pct = 30.3
die-width_um = 367

[job]
warning_count = 35
cap_violations = 0

[routing]
ant_nets = 0
wirelength_um = 90100
drt_iter0_drc = 1122
drt_first_pass_iters = 5
vias = 18500
post_drt_via_cell_ratio = 4.92
drc_errors = 0
detail_route.wl_per_cell_um = 23.9

[cts]
cts_resized = 0
clock-sinks = 1032
cts_tree = done
cts_buffers = 101
cts_buffer_depth = 3
clkLatencyLatePin_ns = 0.66
ctsHoldBuffers = 0
path_clk_slew_ns = 0.06
h-tree-depth = 3
cts_setup_buffers = 0
clockRootBuffer = clkbuf_16

[hold_path]
holdPathStages = 4
min-delay-start = bank_3.memory[31][5]$_DFFE_PP_
holdPathEnd = data_o[5]$_DFF_P_
min_path_type = reg2reg

[synthesis]
ys_types = 39
top_area_share_pct = 76.9
ys_seq_share_pct = 77.3
top_area_cell = edfxtp_1
ys_cells = 1847
syn_area_mm2 = 0.0400
syn_avg_cell_area_um2 = 21.7
syn_inst = 1847
area_leaders = edfxtp_1 (77%), mux4_2 (14%), mux2i_1 (2.3%), nor2_1 (1.3%), nand2_1 (0.62%)
async_flop_share_pct = 0
ys_area_mm2 = 0.0400
ff_type = edfxtp_1
ys_ff = 1032
edf_count = 1024
ys_warn_count = 3

[place]
port_buffers = 31
dpl.hpwl_um = 56000
place_inst = 3577
place_congestion = 0.851

[setup_path]
worst_ep_required_time_ns = 9.10
cp.arrival_ns = 5.36
startpoint_type = input port
reg2reg_slack_ns = 5.64
crit_fanout = 75
criticalPathCategory = in2reg
r2r-end = data_o[4]$_DFF_P_
r2r-start = bank_2.memory[3][4]$_DFFE_PP_
end_kind = flip-flop
reg2regPathDepth = 6

[pwr]
cellLeakagePower_uw = 0.0140
peakVddDrop_v = 0.000192
cellPowerDensity_mw_per_mm2 = 230

[global_route]
grt_first_pass_wirelength_um = 135000
antenna_found_initial = 2
grt_max_degree = 94
grt_overflow = 0
track_usage_pct = 14.4
grt_pass1_vias = 20800

[run_status]
outcome = finished clean

[kinds of logic after synthesis]
logic type	synth area share [%]
AND/OR/NAND/NOR	2.72
multiplexers	16.7
buffers and inverters	1.39
AND-OR/OR-AND	1.89
adder cells (fa/ha/maj)	0.0313
flip-flops	77.3
[layer usage]
metal,part of all wire [%],GRT usage [%],vias to the layer above
li1,-,-,7884
met1,34,16.6,9490
met3,15,9.92,145
met4,3.1,3.71,6
met5,0.11,0.427,-
met2,48,22.1,1018
[per-stage QoR]
| step | total power (uW) | area, um^2 | util, % | hold WS (ns) | worst slack, ns |
|---|---|---|---|---|---|
| floorplan | 5940 | 40000 | - | 0.782 | 4.74 |
| global placement | 6160 | 42300 | 32.1 | 1.01 | 3.05 |
| detailed placement | 6170 | 42300 | 32.1 | 1.01 | 3.02 |
| CTS | 10600 | 45700 | 34.7 | 1.03 | 3.67 |
| global route | 10800 | 45700 | 34.7 | 1.07 | 3.51 |
| finish | 10500 | 45700 | 34.7 | 1.01 | 3.74 |
[worst max path at each step]
stage	startpoint	endpoint	slack [ns]	cells after the start
6_report	address_i[0]	data_o[4]$_DFF_P_	3.74	8
5_1_grt	address_i[0]	data_o[4]$_DFF_P_	3.51	8
4_1_cts	address_i[0]	data_o[4]$_DFF_P_	3.67	8
[area by class of cell]
cell class / instances / area, um^2 / area share [%]
Clock buffer: 117 / 2670 / 5.84
Inverter: 3 / 11.3 / 0.0246
Tap cell: 1755 / 2200 / 4.80
Timing Repair Buffer: 78 / 678 / 1.48
Antenna cell: 1 / 2.50 / 0.00547
Sequential cell: 1032 / 30900 / 67.6
Clock inverter: 74 / 716 / 1.56
Multi-Input combinational cell: 709 / 8550 / 18.7
[worst max-delay path, cell delays in order]
cell      delay, ns
buf_8          0.30
buf_12         0.49
buf_12         0.54
mux4_2         0.60
o21ai_0        0.44
a31oi_1        0.16
a221oi_1       0.85
a21oi_1        0.08
[power by group]
group / switching, uW / internal (uW) / total (uW)
Clock: 1850 / 2590 / 4450
Sequential: 9.58 / 5550 / 5560
Combinational: 306 / 187 / 493
[cells in the mapped netlist (all sizes together) (8+ instances only)]
library cell	number
a221oi	16
a22oi	28
a32oi	8
buf	70
clkbuf	33
dfxtp	8
edfxtp	1024
mux2i	91
mux4	256
nand2	66
nand2b	8
nand3	16
nor2	136
nor2b	13
nor3	10
o21ai	11
[flip-flops by register name, indices dropped and copies added, names as in the netlist]
register / cells
bank_3.memory: 256
bank_2.memory: 256
bank_1.memory: 256
data_o: 8
bank_0.memory: 256
Power and IR drop assume default switching activity.
